$ cat design/flow/run.sh
#!/bin/bash
# OpenROAD 26Q1-2900-gdf79404cd8, Yosys 0.63+post, stock flow scripts
make -C /OpenROAD-flow-scripts/flow DESIGN_CONFIG=/design/flow/config.mk WORK_HOME=/design/flow/orfs finish
$ cat design/flow/config.mk
export PLATFORM = sky130hd
export DESIGN_NAME = adder4
export DESIGN_NICKNAME = adder4
export VERILOG_FILES = /design/flow/design.v
export SDC_FILE = /design/flow/constraint.sdc
export NUM_CORES = 4
export LEC_CHECK = 1
export CORE_AREA = 10 10 70 70
export DIE_AREA = 0 0 80 80
$ cat design/flow/constraint.sdc
current_design adder4

set clk_period 1.9
set clk_io_pct 0.2

create_clock -name clk0 -period $clk_period

set non_clock_inputs [all_inputs -no_clocks]
set_input_delay [expr $clk_period * $clk_io_pct] -clock clk0 $non_clock_inputs
set_output_delay [expr $clk_period * $clk_io_pct] -clock clk0 [all_outputs]
$ cat design/flow/design.v
module adder4 (
    input  [3:0] A,
    input  [3:0] B,
    output [3:0] SUM,
    output       COUT
);
assign {COUT, SUM} = A + B;
endmodule
==> results.json <==
{
  "grt_max_degree": 4,
  "drive_gt1_frac": 0.4194,
  "dpl-instance-area_um2": 331.6,
  "lay_top_count": "dlygate4sd2_1",
  "worstPathArrival_ns": 1.45,
  "hpwl_um": 503.2,
  "synthCells": 16,
  "ys_seq_share": 0,
  "finalNonFillerCells": 77,
  "drt_first_iter_violations": 0,
  "grt_usage": 0.01779,
  "clkbuf_count": 0,
  "routabilityCongestion": 0.7419,
  "dp_slack_ns": -0.7209,
  "status": "completed",
  "fillers": 397,
  "flops": 0,
  "stdcell_area_um2": 347.8,
  "area_growth_pct": 155.0,
  "power_density_mw_per_mm2": 227.2,
  "grt_pass1_wl_um": 910,
  "slowest_stage": "fa_2",
  "maxSlewViolCount": 0,
  "p_leak_nw": 0.1506,
  "final_cell_mix": "dlygate4sd2_1, buf_2, clkdlybuf4s50_1",
  "mi_logic_area_um2": 156.4,
  "crit_required_ns": 1.52,
  "die-width_um": 80,
  "core_area_mm2": 0.003416,
  "rows": 21,
  "routedWlPerCell_um": 7.506,
  "ios": 13,
  "synth_area_per_cell_um2": 8.524,
  "syn-cell-area_um2": 136.4,
  "period_needed_ns": 1.830,
  "port_buffers": 13,
  "ant_nets": 0,
  "die_h_um": 80,
  "post-route-period-util": 0.9633,
  "n_antenna_cell": 0,
  "drv_cap": 0,
  "peakVddDrop_v": 0.00003223,
  "grt_pass1_vias": 199,
  "antenna_found_initial": 0,
  "synth_cell_type_count": 9,
  "setup_viol": 0,
  "report.final.hold_viol_count": 0,
  "worst_pin_slew_ns": 0.1178,
  "worstHoldPathType": "input port to output port",
  "end_kind": "output port",
  "crit_type": "input port to output port",
  "relSlewSlack": 0.9209,
  "num_vias": 158,
  "cp_max_fo": 2,
  "path_cells": "clkdlybuf4s15_1, inv_2, fa_2, inv_1, dlygate4sd2_1",
  "drt-pass1-iter-count": 1,
  "initial_utilization": 0.03993,
  "finalWirelength_um": 578,
  "ys_cells": 16,
  "gr-total-overflow": 0,
  "yosysWarnings": 0,
  "die-area_mm2": 0.006400,
  "warning_count": 32,
  "path_buffers": 4,
  "flop_area_um2": 0,
  "cpPeakStageDelay_ns": 0.55,
  "max_freq_mhz": 546.3,
  "setup_tns_ns": 0,
  "drc_errors": 0,
  "vias_per_cell": 2.052,
  "critical_path.top_delay_family": "adder cells",
  "ys_chip_area_um2": 136.4,
  "worst_slack_ns": 0.06964,
  "cp-start-kind": "input port",
  "numPlacedInstances": 76
}
cell usage after synthesis:
| library cell | number | area, µm² |
|---|---|---|
| nand2b_1 | 1 | 6.260 |
| xnor2_1 | 2 | 17.52 |
| nor2b_1 | 1 | 6.260 |
| a21o_1 | 1 | 7.510 |
| o21ai_0 | 1 | 5.000 |
| ha_1 | 4 | 50.05 |
| fa_1 | 1 | 20.02 |
| a21oi_2 | 1 | 8.760 |
| inv_1 | 4 | 15.01 |
worst min-delay path: cells and delay by family:
| family | cells | cell delay [ns] |
|---|---|---|
| adders and majority gates | 1 | 0.14 |
| and+or+nand+nor | 1 | 0.06 |
| buffers and inverters | 2 | 0.32 |
| AOI/OAI and AO/OA | 1 | 0.06 |
routing by layer:
metal / GRT usage / vias up / routed length, µm
met4: 0 / 0 / 0
met3: 0.01705 / 0 / 149
li1: - / 82 / -
met2: 0.02729 / 11 / 180
met5: 0 / - / 0
met1: 0.01849 / 65 / 249
stage by stage:
stage	utilization	total power, mW	hold WS (ns)
after global placement	0.09707	0.08048	1.798
after floorplan	-	0.02541	0.8319
after detailed placement	0.09707	0.08163	1.814
final	0.1018	0.07905	1.334
after global routing	0.1018	0.09071	1.367
after CTS	0.09927	0.07583	1.346
power by group:
group | internal, mW | total, mW | switching [mW]
clock | 0 | 0 | 0
combinational | 0.0518 | 0.0790 | 0.0272
sequential | 0 | 0 | 0
total | 0.0518 | 0.0790 | 0.0272
worst paths after layout:
path	start	end	slack (ns)	cells past startpoint
max	A[1]	SUM[1]	0.07	5
min	A[2]	COUT	1.33	5
logic make-up after synthesis:
group / after synthesis / share of synthesized area
adders and majority gates: 5 / 0.5138
buffers and inverters: 4 / 0.1101
AOI/OAI and AO/OA: 3 / 0.1560
xor gates and xnor gates: 2 / 0.1285
and+or+nand+nor: 2 / 0.09180
final cells by class:
type,count,share of cell area
Multi-Input combinational cell,12,0.4496
Timing Repair Buffer,15,0.3417
Tap cell,46,0.1655
Inverter,4,0.04317
timing repair:
| action | 4_1_cts | 5_1_grt |
|---|---|---|
| hold buffers | 0 | 0 |
| setup buffers | 1 | 0 |
| pin swaps | 6 | 0 |
| endpoints found under the hold margin | 0 | 0 |
| gates resized | 26 | 3 |
| setup endpoints to repair | 5 | 3 |
Power and IR drop assume default switching activity.
