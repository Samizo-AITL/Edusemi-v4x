`./config.mk`:
```
export PLATFORM = sky130hd
export DESIGN_NAME = soc_top
export DESIGN_NICKNAME = soc_top
export VERILOG_FILES = /design/flow/design.v
export SDC_FILE = /design/flow/constraint.sdc
export NUM_CORES = 4
export LEC_CHECK = 1
export CORE_UTILIZATION = 50
```
`./constraint.sdc`:
```
current_design soc_top

set clk_period 4.4
set clk_io_pct 0.2

create_clock -name clk0 -period $clk_period [get_ports {clk}]

set non_clock_inputs [all_inputs -no_clocks]
set_input_delay [expr $clk_period * $clk_io_pct] -clock clk0 $non_clock_inputs
set_output_delay [expr $clk_period * $clk_io_pct] -clock clk0 [all_outputs]
```
`./design.v`:
```
module fsm_engine (
    input  wire        clk,
    input  wire        rst,
    input  wire [3:0]  sensor_in,
    output reg  [2:0]  action_out
);
    typedef enum logic [1:0] {
        IDLE  = 2'b00,
        WALK  = 2'b01,
        TURN  = 2'b10,
        STOP  = 2'b11
    } state_t;
    state_t state, next_state;
    always_ff @(posedge clk or posedge rst) begin
        if (rst)
            state <= IDLE;
        else
            state <= next_state;
    end
    always_comb begin
        case (state)
            IDLE:  next_state = sensor_in[0] ? WALK : IDLE;
            WALK:  next_state = sensor_in[1] ? TURN : WALK;
            TURN:  next_state = sensor_in[2] ? STOP : TURN;
            STOP:  next_state = IDLE;
            default: next_state = IDLE;
        endcase
    end
    always_comb begin
        case (state)
            IDLE:  action_out = 3'b000;
            WALK:  action_out = 3'b001;
            TURN:  action_out = 3'b010;
            STOP:  action_out = 3'b100;
            default: action_out = 3'b000;
        endcase
    end
endmodule
module pid_controller (
    input  wire             clk,
    input  wire             rst,
    input  wire signed [15:0] ref,
    input  wire signed [15:0] y,
    output reg  signed [15:0] u_out
);
    parameter signed [15:0] Kp = 16'sd2;
    parameter signed [15:0] Ki = 16'sd1;
    parameter signed [15:0] Kd = 16'sd1;
    reg signed [15:0] e, e_prev, integ, deriv;
    always @(posedge clk or posedge rst) begin
        if (rst) begin
            e      <= 0;
            e_prev <= 0;
            integ  <= 0;
            deriv  <= 0;
            u_out  <= 0;
        end else begin
            e      <= ref - y;
            integ  <= integ + e;
            deriv  <= e - e_prev;
            u_out  <= Kp*e + Ki*integ + Kd*deriv;
            e_prev <= e;
        end
    end
endmodule
module soc_top (
    input  wire        clk,
    input  wire        rst,
    input  wire [3:0]  sensor_in,
    input  wire [15:0] y_feedback,
    output wire [15:0] actuator_out
);
    wire [2:0] action_out;
    wire [15:0] ref;
    fsm_engine fsm_inst (
        .clk(clk),
        .rst(rst),
        .sensor_in(sensor_in),
        .action_out(action_out)
    );
    assign ref = (action_out == 3'b001) ? 16'd1000 :    
                 (action_out == 3'b010) ? -16'd500 :    
                 16'd0;                                 
    pid_controller pid_inst (
        .clk(clk),
        .rst(rst),
        .ref(ref),
        .y(y_feedback),
        .u_out(actuator_out)
    );
endmodule
```
`./run.sh`:
```
#!/bin/bash
# OpenROAD 26Q1-2900-gdf79404cd8, Yosys 0.63+post, stock flow scripts
make -C /OpenROAD-flow-scripts/flow DESIGN_CONFIG=/design/flow/config.mk WORK_HOME=/design/flow/orfs finish
```
==> COMMIT_EDITMSG <==
Record implementation results from latest flow run

- Start-to-end type of the worst setup path: in -> reg
* PortBufs: 36
- TritonCTS built the clock tree.
- Max H-tree Level: 3
- Critical path data required time: 4.63 ns
* Post-detailed-placement half-perimeter wirelength: 6470 µm
* Hold/Removal Path Class: reg -> reg
- The number of hold buffers added after CTS was 0.
* Slew @ Worst Pin: 0.688 ns
- The area fraction of the largest cell type after synthesis is 0.400.
- The area taken by multi-input combinational cells is reported as 2880 µm².
- Total cells reported by yosys after synthesis: 487
* Overall chip area: 10,800 µm²
- RSZ-0062 raised after global routing: no
* Number of hold-slack violations in the final timing report: 0
* Global route overflow: 0
- After detailed routing, the number of remaining DRC violations is 0.
- Global routing put the most usage on met1.
* Number of top-level design ports: 38
- Warnings from Yosys: 2
* Avg Synthesized Cell Area: 10.7 µm²
* Worst-case hold path end point: pid_inst.e_prev[15]
- Core outline area: 9910 µm²
- Yosys-reported design area after synthesis: 5190 µm²
- The report lists the number of standard-cell rows as 36.
- Result of the run: completed
* Average wire per standard cell: 12.3 µm
- Looking at the gate-level netlist, the highest instance count belongs to dfrtp_1.
* TritonCTS sink count: 84
- The commonest register cell is dfrtp_1.
* CP Data Arrival Time: 3.16 ns
- Per the TritonCTS log, the buffer count is 9.
- Register bit total from synthesis: 84
* Aggregate negative setup slack: 0 ns
- Unique cell types: 58
* Pre-antenna DRT Iters: 5
- The clock reaches the later pin of the worst-skew pair after 0.35 ns.
* Pin count of the biggest net entering global routing: 57
* Highest net fanout along the worst path: 4
* Endpoint class of the critical path: flip-flop
* Overall global routing resource usage: 0.174
- Fraction of layout cells with a size suffix above 1: 0.0519
- Final critical delay including setup and external delays: 2.93 ns
- Setup Buffers After CTS: 0
- Warnings raised by the tools during the run amount to 26.
* Final wirelength: 8250 µm
- The post-route utilization of the core is recorded as 0.600.
- Post-route period utilization is reported as 0.666.
* Number of instances in the placed design: 656
* Storage element area: 2100 µm²
- Setup violations remaining at the end of the flow were counted as 0.
- Number of standard cells in the layout, taps in and fillers out: 672
- Per the detail_route report, inserted antenna diodes total 0.
- Part of the Yosys area used for sequential elements: 0.405
- Via count normalized by instance count: 5.18
- Standard cell area after detailed placement: 5720 µm²
- Number of instances resized during post-cts repair: 0
- The mapped netlist covers 5190 µm².
- The layout stage reports a final design area of 5940 µm².
- Slew margin rel.: 0.535
- Per the timing report, the most critical flop-to-flop path originates at fsm_inst.state[2].
- On the worst setup and hold paths after CTS, the clock-pin slew comes to 0.08 ns.
- The number of maximum-capacitance violations recorded for the run is 0.
- Final estimated routing congestion in global placement: 0.856
- Detailed routing inserted a total of 3,479 vias.
- Relative to the synthesized area, the layout overhead comes to 14.5%.
- Cell count of the worst reg-to-reg path: 10
- For met1 alone, demand over resource in global routing was 0.288.
* Origin of the worst min-delay path: pid_inst.e[15]
- Post-synth EDFFs: 0
* Crit Reg-Reg Endpoint: pid_inst.e[15]
* Starting density of the core: 0.524
* GR met3 Demand/Resource: 0.0255
- Maximum frequency from static timing analysis: 0.341 GHz
- Vias in the first global route: 3,323
- Of all cell types, the one taking the most synthesized area is dfrtp_1.
- Global-route wire length before repair: 14,800 µm
- In the final run the clock tree shows a worst skew of 0.0103 ns.
* Die x size: 104 µm
- Clock Tree Root: clkbuf_8
* Number of nets with antenna violations after routing: 0
- Initial DRC Count: 74
- The main area contributors are dfrtp_1 (40%), ha_1 (14%), xnor2_1 (7.6%).
* Fillcell total: 783
- According to the timing report, the critical path is launched from y_feedback[6].
- The worst hold path passes through 0 cells.
- Slew Limit Fails: 0
- The initial antenna violation count was 0.
- Critical path startpoint category: input pin
* GR met2 Demand/Resource: 0.260
* Syn Inst Count: 487
- Buffers from clock root to sink, at most: 2
* Synth top cells by count: dfrtp_1 (83), ha_1 (56), inv_1 (51)
* Worst reg2reg setup slack: 1.57 ns
- Height of the die: 104 µm
- FFs w/ async S/R, synth: 1.00
[how the worst max path moves through the flow]
stage                    end  slack, ns  depth (start not counted)
CTS           pid_inst.e[15]       1.48                         10
global route  pid_inst.e[15]       1.36                         10
finish        pid_inst.e[15]       1.47                         10
[final cells by class]
cell class                      instances  area share
Tap cell                              133      0.0280
Clock inverter                          6      0.0147
Sequential cell                        84       0.354
Timing Repair Buffer                   38      0.0632
Multi-Input combinational cell        350       0.485
Inverter                               51      0.0324
Clock buffer                           10      0.0232
[sequential cells by signal, summed over array words and instances, names as in the netlist]
name,flops
pid_inst.deriv,16
pid_inst.e,16
pid_inst.e_prev,16
pid_inst.integ,16
pid_inst.u_out,16
fsm_inst.state,4
[per-layer routing]
layer	vias to the layer above	wire, µm
li1	1806	-
met1	1595	4150
met2	67	3590
met3	11	367
met4	0	141
met5	-	0
[layout by cell type (no fill, tap or decap), types with 3 or more instances in the layout]
cell type / instances
a211oi_1: 4
o21ai_0: 18
or4_1: 3
o21bai_1: 3
nand2_1: 17
nor2_1: 28
inv_1: 50
xor2_1: 10
ha_1: 56
nand2b_1: 7
o21a_1: 12
and2_1: 4
o311ai_0: 3
nand3_1: 5
a21oi_1: 30
and3_1: 8
o21ai_1: 6
nor3_1: 11
clkbuf_8: 10
a2111o_1: 3
clkinvlp_4: 3
fa_1: 17
clkdlybuf4s50_1: 36
a21o_1: 13
nor4_1: 3
a2111oi_0: 3
nor2b_1: 7
dfrtp_1: 83
xnor2_1: 45
[kinds of logic after synthesis]
kind of cell / synth area share
AOI/OAI and AO/OA: 0.156
xor gates and xnor gates: 0.0928
adders and majority gates: 0.205
buffers and inverters: 0.0398
DFF: 0.405
and+or+nand+nor: 0.102
[through the flow]
| stage | worst slack, ns | hold WS, ns |
|---|---|---|
| after floorplan | 1.36 | 0.408 |
| after global routing | 1.36 | 0.481 |
| after CTS | 1.48 | 0.459 |
| after detailed placement | 1.08 | 0.440 |
| final | 1.47 | 0.453 |
| after global placement | 1.13 | 0.445 |
[worst max-delay path, stage by stage]
cell and delay, ns:
clkdlybuf4s50_1 0.45, inv_1 0.04, ha_1 0.33, o21a_1 0.21
o21ai_1 0.32, o21ba_2 0.23, o31ai_4 0.08, and3_1 0.20
o41ai_2 0.31, xnor2_1 0.11
